### /design/flow/config.mk
export PLATFORM = sky130hd
export DESIGN_NAME = ALU
export DESIGN_NICKNAME = ALU
export VERILOG_FILES = /design/flow/design.v
export SDC_FILE = /design/flow/constraint.sdc
export NUM_CORES = 4
export LEC_CHECK = 1
export CORE_UTILIZATION = 30
### /design/flow/constraint.sdc
current_design ALU

set clk_period 35.3
set clk_io_pct 0.2

create_clock -name clk0 -period $clk_period

set non_clock_inputs [all_inputs -no_clocks]
set_input_delay [expr $clk_period * $clk_io_pct] -clock clk0 $non_clock_inputs
set_output_delay [expr $clk_period * $clk_io_pct] -clock clk0 [all_outputs]
### /design/flow/design.v
`timescale 1ns / 1ps
module ALU(
    input [31:0] a,
    input [31:0] b,
    input [4:0] sa,      
    input [7:0] op,
    input [63:0] hilo,
    input [31:0] cp0data,
    output [63:0] res,
    output overFlow
);
    wire [31:0] mult_a, mult_b;
    wire [63:0] mulres;
    wire [31:0] subresult;
    wire [63:0] hilo_temp;
    reg [31:0] y;
    assign res = (op == 8'b00010001) ? {a, hilo[31:0]} : 
                 (op == 8'b00010011) ? {hilo[63:32],a} : 
                 (op == 8'b00011000 || op == 8'b00011001) ? mulres : {32'b0, y};
    assign mult_a = ((op == 8'b00011000) && (a[31] == 1'b1))? (~a + 1):a;
    assign mult_b = ((op == 8'b00011000) && (b[31] == 1'b1))? (~b + 1):b;
    assign hilo_temp = mult_a * mult_b;
    assign mulres = ((op == 8'b00011000) && (a[31]^b[31] == 1'b1))?~hilo_temp +1 : hilo_temp;
    assign subresult = a + (~b + 1);
    assign overFlow = ((op == 8'b00100000) || (op == 8'b01010101))? (y[31] && !a[31] && !b[31]) || (!y[31] && a[31] && b[31]):
                      (op == 8'b00100010)? ((a[31]&!b[31])&!y[31]) || ((!a[31]&b[31])&y[31]):
                      1'b0;             
    always@(*) begin
        case(op)
            8'b00100100, 8'b01011001: y<= a & b;
            8'b00100101, 8'b01011010: y <= a | b;
            8'b00100110, 8'b01011011: y <= a ^ b;
            8'b00100111: y <= ~(a | b);
            8'b01011100: y <= {b[15:0],b[31:16]};
            8'b01111100: y <= b<<sa;
            8'b00000010: y <= b>>sa;
            8'b00000011: y <= ({32{b[31]}} << (6'd32 - {1'b0,sa})) | b>>sa;
            8'b00000100: y <= b<<a[4:0];
            8'b00000110: y <= b>>a[4:0];
            8'b00000111: y <= ({32{b[31]}} << (6'd32 - {1'b0,a[4:0]})) | b>>a[4:0];
            8'b00010000: y <= hilo[63:32];
            8'b00010010: y <= hilo[31:0];
            8'b00100000, 8'b01010101, 8'b00100001, 8'b01010110: y<= a+b;
            8'b00100010, 8'b00100011: y <= subresult;
            8'b00101010, 8'b01010111: y <= ((a[31] && !b[31]) || (!a[31] && !b[31] && subresult[31]) ||  (a[31] && b[31] && subresult[31]));
            8'b00101011, 8'b01011000: y <= a<b;
            8'b11100000, 8'b11100100, 8'b11100001, 8'b11100101, 8'b11100011, 8'b11101000, 8'b11101001, 8'b11101011: y<=a+b;
            8'b01100000: y <= b;
            8'b01011101: y <= cp0data;
            8'b00000000: y <= 32'b0;
        endcase
    end
endmodule
### /design/flow/run.sh
#!/bin/bash
# OpenROAD 26Q1-2900-gdf79404cd8, Yosys 0.63+post, stock flow scripts
make -C /OpenROAD-flow-scripts/flow DESIGN_CONFIG=/design/flow/config.mk WORK_HOME=/design/flow/orfs finish
==> flow_summary.ini <==
; implementation run metrics
[floorplanning]
rows = 147
die_y_um = 404.4
fp.coreArea_sq_um = 160800
fp_util_pct = 30.22
dieWidth_um = 404.4
die_area_sq_um = 163600
io_pins = 238

[sta]
relSlewSlack_pct = 24.53
max_freq_mhz = 35.54
hold_viol = 0
finalMaxSlewViolations = 0
period_used_pct = 79.70
tightest_slew_ns = 1.132
min_period_ns = 28.14
fin_hold_ws_ns = 15.08
setup_violations = 0
finalSetupTns_ns = 0
unclocked_pins = 32
untimed_endpoints = 32
rsz0062_at_grt = false
fin_ws_ns = 7.165

[power]
p_leak_nw = 25.77
ir_drop_uv = 748.8
power_mw = 20.84
p_sw_share_pct = 67.51
p_per_area_nw_per_um2 = 380.9
p_int_mw = 6.770
p_sw_mw = 14.07

[drt]
wl_per_cell_um = 27.86
routed_via_density = 5.401
drc_errors = 0
drt-initial-drc-count = 3614
drt_first_pass_iters = 9
vias = 46260
routed_wl_mm = 238.6
final_antenna_net_count = 0

[critical_path]
critPathLaunch = b[1]
cp_data_arrival_time_ns = 21.08
crit_type = input pin to output pin
endpoint_kind = output pin
crit_top_cell = fa_1
required_ns = 28.24
cp-start-kind = input pin
critPathMaxFanout = 27
path_buffers = 7
path_delay_family = adder cells
critPathMaxStageDelay_ns = 0.71
critPathSlowestCell = nor4b_2

[grt]
antenna_found_initial = 11
grt_usage_pct = 30.69
grt_pass1_wl_mm = 344.4
grt_pass1_vias = 47790
grt_max_degree = 56
gr-total-overflow = 0

[logic_synthesis]
synthTopCellsByCount = inv_1, fa_1, nand2_1, nor2_1, ha_1
syn_avg_cell_area_sq_um = 7.728
netlist.area_leader.share_pct = 37.00
top_area_cell = fa_1
yosysMostFrequentCell = inv_1
async_reset_ff_share_pct = 0
ys_area_sq_um = 48590
netlist_area_sq_um = 48590
ys_ff = 32
yosysWarnings = 1
edf_count = 0
yosysUniqueCellTypes = 112
ff_type = dlxtn_1
synth_cells = 6287
synthTopCellsByArea = fa_1, ha_1, inv_1, nand2_1, nor2_1
ys_cells = 6287

[final_layout]
largestRegisters = y (32)
stdcell_count = 8566
max_flop_register = y
layout-drive-gt1-share_pct = 7.157
syn2layout_area_growth_pct = 12.59
largest_register_ffs = 32

[place]
gp_congestion = 1.064
dp_slack_ns = 7.482
portBuffers = 238
dp_hpwl_mm = 194.0
dp_cells = 8559

[clocking]
post_cts_resized = 0
hold_buffers = 0
cts_setup_buffers = 0

[hold_path]
min_from = hilo[11]
hp-class = input pin to output pin

[outcome]
status = completed

[run]
warnings = 97
cap_viol_max_count = 0
-- layer usage --
| layer | part of all wire, % | up-vias | wire length (um) | track usage (%) |
|---|---|---|---|---|
| met2 | 42 | 2436 | 101100 | 43.49 |
| li1 | - | 20360 | - | - |
| met5 | 0.074 | - | 176 | 0.8921 |
| met4 | 6.1 | 8 | 14570 | 14.45 |
| met1 | 40 | 23010 | 95010 | 41.45 |
| met3 | 12 | 446 | 27810 | 12.36 |
-- through the flow --
| stage | util (%) | instance area (sq um) |
|---|---|---|
| floorplan | - | 48590 |
| global placement | 34.02 | 54690 |
| detailed placement | 34.02 | 54690 |
| CTS | 34.02 | 54690 |
| global route | 34.02 | 54690 |
| finish | 34.03 | 54700 |
-- cells in the final DEF, fill, tap and decap left out, types with 18 or more instances in the layout --
cell and instances:
inv_1 980, fa_1 898, nand2_1 866, nor2_1 840, ha_1 394, a21oi_1 283
buf_4 249, clkdlybuf4s50_1 238, o21ai_0 198, xnor2_1 159, mux2i_1 108, nand3_1 74
a21o_1 69, nor3_1 68, xor2_1 68, xnor2_2 66, a22oi_1 59, a211oi_1 49
a31oi_1 39, o21ai_1 37, nand4_1 35, nand2b_1 34, a222oi_1 34, dlxtn_1 32
a31o_2 28, nor2b_1 24, or3_1 24, o22ai_1 23, o211ai_1 23, and2_1 23
nor4_1 22, o21a_1 21, and3_1 21, mux2_2 20, o31ai_1 18
-- final cells by class --
cell class | count | area [sq um]
Tap cell | 2160 | 2703
Antenna cell | 7 | 17.52
Sequential cell | 32 | 480.5
Inverter | 983 | 3690
Timing Repair Buffer | 487 | 4252
Fill cell | 16900 | 106000
Multi-Input combinational cell | 4897 | 43560
-- path summary, 6_finish.rpt --
path | depth (start not counted) | slack, ns | to
worst max-delay path | 40 | 7.16 | res[49]
worst min-delay path | 4 | 15.08 | res[11]
-- logic make-up after synthesis --
group	after synthesis	synth area share, %
muxes	134	2.838
xor gates and xnor gates	295	5.349
latches	32	0.9889
buffers and inverters	1358	10.63
AOI/OAI and AO/OA	1063	14.56
and+or+nand+nor	2113	18.49
adders and majority gates	1292	47.15
